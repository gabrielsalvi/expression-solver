## ./run.sh

```bash
#!/bin/bash
# OpenROAD 26Q1-2900-gdf79404cd8, Yosys 0.63+post, stock flow scripts
make -C /OpenROAD-flow-scripts/flow DESIGN_CONFIG=/design/flow/config.mk WORK_HOME=/design/flow/orfs finish
```

## ./config.mk

```make
export PLATFORM = sky130hd
export DESIGN_NAME = expression_solver
export DESIGN_NICKNAME = expression_solver
export VERILOG_FILES = /design/flow/design.v
export SDC_FILE = /design/flow/constraint.sdc
export NUM_CORES = 4
export LEC_CHECK = 1
export CORE_UTILIZATION = 40
```

## ./constraint.sdc

```tcl
current_design expression_solver

set clk_period 11.5
set clk_io_pct 0.2

create_clock -name clk0 -period $clk_period [get_ports {clk}]

set non_clock_inputs [all_inputs -no_clocks]
set_input_delay [expr $clk_period * $clk_io_pct] -clock clk0 $non_clock_inputs
set_output_delay [expr $clk_period * $clk_io_pct] -clock clk0 [all_outputs]
```

## ./design.v

```verilog
module control (
    input clk,
    input rst,
    input start,
    output reg LX,
    output reg LS,
    output reg LH,
    output reg OP,
    output reg [1:0] M0,
    output reg [1:0] M1,
    output reg [1:0] M2,
    output reg completed
);
    parameter [3:0] A = 4'b0000, B = 4'b0001, C = 4'b0010, D = 4'b0011, E = 4'b0100, F = 4'b0101, G = 4'b0110, H = 4'b0111, I = 4'b1000;
    reg [3:0] state = A;
    always @(posedge clk or posedge rst) 
    begin
        if (rst) 
        begin
            state <= A;
            completed <= 1'b0;
        end
        else begin
            case (state)
                A : begin
                    LX <= 1'b0;
                    M0 <= 2'b00;
                    M1 <= 2'b00;
                    M2 <= 2'b00;
                    OP <= 1'b0;
                    LS <= 1'b0;
                    LH <= 1'b0;
                    completed <= 1'b0;
                    if (start == 1'b1) state <= B;
                end
                B : begin
                    LX <= 1'b1; 
                    M0 <= 2'b00; 
                    M1 <= 2'b01;
                    M2 <= 2'b00; 
                    OP <= 1'b1; 
                    LS <= 1'b0; 
                    LH <= 1'b0;
                    completed <= 1'b0;
                    state <= C;
                end
                C : begin
                    LX <= 1'b0;
                    M0 <= 2'b00; 
                    M1 <= 2'b01;
                    M2 <= 2'b00; 
                    OP <= 1'b1; 
                    LS <= 1'b1; 
                    LH <= 1'b0; 
                    completed <= 1'b0;
                    state <= D;
                end
                D : begin
                    LX <= 1'b0; 
                    M0 <= 2'b01; 
                    M1 <= 2'b00;
                    M2 <= 2'b10; 
                    OP <= 1'b1; 
                    LS <= 1'b0; 
                    LH <= 1'b1;
                    completed <= 1'b0;
                    state <= E;
                end
                E : begin
                    LX <= 1'b0;
                    M0 <= 2'b10;
                    M1 <= 2'b00;
                    M2 <= 2'b00; 
                    OP <= 1'b1;
                    LS <= 1'b1;
                    LH <= 1'b0;
                    completed <= 1'b0;
                    state <= F;
                end
                F : begin
                    LX <= 1'b0;
                    M0 <= 2'b10;
                    M1 <= 2'b11;
                    M2 <= 2'b10; 
                    OP <= 1'b0;
                    LS <= 1'b0;
                    LH <= 1'b1;
                    completed <= 1'b0;
                    state <= G;
                end
                G : begin
                    LX <= 1'b0;
                    M0 <= 2'b11;
                    M1 <= 2'b00;
                    M2 <= 2'b11; 
                    OP <= 1'b0;
                    LS <= 1'b1;
                    LH <= 1'b0;
                    completed <= 1'b0;
                    state <= H;
                end
                H : begin
                    LX <= 1'b0;
                    M0 <= 2'b00;
                    M1 <= 2'b00;
                    M2 <= 2'b00; 
                    OP <= 1'b0;
                    LS <= 1'b0;
                    LH <= 1'b0;
                    completed <= 1'b1;
                    state <= I;
                end
            endcase
        end
    end
endmodule
module alu (
    input h,
    input [15:0] a,
    input [15:0] b,
    output overflow,
    output [15:0] result
);
    assign {overflow, result} = h ? a * b : a + b;
endmodule
module mux 
(
    input [1:0] select,
    input [15:0] a,
    input [15:0] b,
    input [15:0] c,
    input [15:0] d,
    output [15:0] out
);
    assign out = select == 2'b00 ? a : select == 2'b01 ? b : select == 2'b10 ? c : d;
endmodule
module register
(
    input clk,
    input rst,
    input l,
    input [15:0] in,
    output reg [15:0] out
);
    always @(posedge clk)
    begin
        if (l) out <= in;
    end
endmodule
module operative 
(
    input clk,
    input [7:0] input_X,
    input [15:0] A,
    input [15:0] B,
    input [15:0] C,
    input LX,
    input LS,
    input LH,
    input H,
    input [1:0] M0,
    input [1:0] M1,
    input [1:0] M2,
    output zero,
    output overflow,
    output [15:0] result
);
    parameter z = 16'b0;
    wire [15:0] X, Reg_X, Reg_S, Reg_H, M0_out, M1_out, M2_out, ula_out;
    assign X = input_X;
    mux mux_0 (M0, z, A, B, C, M0_out);
    mux mux_1 (M1, M0_out, Reg_X, Reg_S, Reg_H, M1_out);
    mux mux_2 (M2, Reg_X, M0_out, Reg_S, Reg_H, M2_out);
    register reg_x (clk, rst, LX, X, Reg_X);
    register reg_s (clk, rst, LS, ula_out, Reg_S);
    register reg_h (clk, rst, LH, ula_out, Reg_H);
    alu alu_0 (H, M2_out, M1_out, overflow, ula_out);
    assign result = Reg_S;
    assign zero = result ? 1'b0 : 1'b1;
endmodule
module expression_solver
(
    input clk,
    input rst,
    input start,
    input [7:0] X,
    input [15:0] A,
    input [15:0] B,
    input [15:0] C,
    output [15:0] result,
    output zero,
    output overflow,
    output completed
);
    wire LX, LS, LH, H;
    wire [1:0] M0, M1, M2;
    control control_block (clk, rst, start, LX, LS, LH, H, M0, M1, M2, completed);
    operative operative_block (clk, X, A, B, C, LX, LS, LH, H, M0, M1, M2, zero, overflow, result);
endmodule
```

==> notes.md <==
The largest net degree at the start of global routing was 33. First-pass iteration count of the detailed router: 5. Antenna repair during routing inserted a diode count of 0.

The flow measured a signed area growth from synthesis to layout of 16.5%. The routed design shows a via density per instance of 4.98. The critical path is of the in -> out type. For the sink count of the clock tree, the log shows 56. The run gives 2 for the maximum level of the CTS H-tree. The run gives 36.8% for the met2 layer usage reported by global route.

The start point of the worst min-delay path is control_block.M0[1]. Yosys printed 3 warnings. For this block, the via count after detailed routing is 6116. The tools report the relative slew slack as 45.5%. The worst path meets setup with 316 ps of slack. The unique cell type count in the Yosys netlist is 64, and the register area share after synthesis is 19.9%. Final weighted congestion in routability-driven placement: 0.983. Buffers inserted to repair hold after CTS numbered 0. The tools report the standard-cell row count as 51. The most used flip-flop cell is edfxtp_1. The final layout report lists a filler cell count of 1890.

Leaving out buffers and inverters, the combinational logic in the layout accounts for 0.00564 mm^2. The clock latency reported for the late side of the worst-skew pair is 290 ps. The tools report the total CTS buffers as 5. Synthesis produced a netlist whose cell count is 886.

The share of the clock period used by the worst path after layout was 97.3%. For the wire length after detailed routing, the log shows 21.7 mm. Setup repair after global routing left no endpoint under its margin. Per the timing report, the biggest fanout along the worst path comes to 3.

The flow ran to the end, and the final reports show no timing, DRC or antenna violations. The count of library flops with an enable pin came out at 44. In this run the count of I/O pins placed on the die edge is 78. The cell at the root of the clock tree was clkbuf_16. The tools report the core footprint as 0.0195 mm^2.

After detailed routing, the average wire length per cell comes to 17.7 um. For the sum of net half-perimeters after detailed placement, the log shows 17.7 mm. The area taken by sequential standard cells is reported as 0.00159 mm^2. The count of state elements after synthesis came out at 56. The startpoint of the worst setup timing path was B[1]. Cells with a size suffix above 1 make up 5.92% of the layout. The overall chip area is 0.0205 mm^2, and the worst clock skew is 5.75 ps. For the finished layout, the period the worst path requires is 11180 ps.

The run gives 23.8% as the overall fraction of global-route tracks in use. Global routing finished with a remaining overflow of 0. For the worst reg-to-reg path, the startpoint reported by OpenROAD is control_block.M2[1]. The pin closest to its max-slew limit shows a slew of 817 ps. The startpoint kind of the worst setup timing path was a primary input.

Via count of the first global-routing pass: 6184. The total negative slack was 0 ps; the cell area after layout was 0.00927 mm^2. The run gives 25 for the count of tool warnings. The count of max-cap constraint violations was 0; the data arrival time of the critical path was 8880 ps. For the number of antenna violations at the first check in global routing, the log shows 1. STA on the placed design reports a worst setup slack of 55.8 ps. The run gives 0 for the final setup violation count. In the synthesis report, Yosys lists the chip area as 0.00796 mm^2. The count of buffers added on input and output ports is 77. The run gives 0 for the final routed DRC violation total.

The min-delay analysis places its worst path in the category reg -> reg. The buffer depth of the longest clock path is 2. The first global-routing pass estimated 34.3 mm of wire.

The run gives 6.90% for the routing usage on met3. After synthesis the cells add up to 0.00796 mm^2. On the worst setup and hold paths after CTS, the clock-pin slew comes to 70 ps. The hold violation total from the final report came out at 0. For this configuration, the core starts out at a cell density of 40.9%. Yosys stat counts 886 cells in the synthesized netlist. The placed instances occupy a cell area of 0.00905 mm^2.

The number of pins with negative max-slew slack in the final report is 0, and the height of the chip is 143 um. The global-route track usage on met1 was 35.3%; the width of the die was 143 um. According to the timing report, the data required time at the worst endpoint equals 9200 ps.

The most congested layer reported by global routing is met2. The count of routing violations after the opening detailed-route iteration is 292, and the average footprint of a synthesized cell is 8.98 um^2. TritonCTS built the clock tree. The count of nets left with antenna violations once routing finished came out at 0. Per the synth stats, the proportion of register bits with asynchronous set or reset is 8.93%. The sort of element at the end of the critical path was an output port. The highest clock rate came out at 89.4 MHz.
==> what timing repair did <==
item | 4_1_cts | 5_1_grt
resized | 0 | 9
setup endpoints to repair | 0 | 1
buffers inserted | 0 | 3
==> synth_stat cells (all sizes together) (5+ instances only) <==
master / instances / area [um^2]
or2: 5 / 31.3
o21ai: 47 / 265
a21oi: 25 / 133
xnor2: 34 / 298
xor2: 15 / 131
nand2b: 7 / 43.8
dfxtp: 7 / 140
mux2i: 38 / 380
edfxtp: 44 / 1320
nor3: 10 / 50.1
mux2: 5 / 56.3
fa: 95 / 1900
clkbuf: 16 / 60.1
a21o: 10 / 75.1
o21a: 11 / 82.6
dfrtp: 5 / 125
buf: 14 / 83.8
nor2: 81 / 304
nand2: 111 / 419
or3: 8 / 50.1
inv: 161 / 607
and2: 20 / 125
ha: 66 / 826
==> cells by family (layout without fill, tap and decap cells) <==
kind of cell / after synthesis / count (layout) / synth area share [%]
simple gates: 260 / 260 / 14.4
buf+inv: 194 / 270 / 9.58
fa+ha+maj: 161 / 161 / 34.3
compound gates: 120 / 121 / 10.0
flops: 56 / 56 / 19.9
xor+xnor: 52 / 52 / 6.24
mux: 43 / 43 / 5.49
==> layout make-up <==
| type | instances | area share [%] |
|---|---|---|
| clock buffers | 6 | 1.39 |
| clock inverters | 2 | 0.175 |
| inverters | 164 | 6.67 |
| multi-input cells | 637 | 60.9 |
| flip-flops and latches | 56 | 17.1 |
| well taps | 265 | 3.58 |
| repair buffers | 98 | 10.2 |
==> cell usage in the layout (no fill, tap or decap), drive strengths merged, types with 4 or more instances in the layout <==
master and count:
nor2 81, and2 20, edfxtp 44, a21oi 25, or2 5, nor2b 4
nor4 4, ha 66, dfxtp 7, or3 8, dfrtp 5, fa 95
nor3 10, clkbuf 6, a21o 10, nand2 111, mux2 5, mux2i 38
xor2 15, xnor2 34, clkdlybuf4s50 77, o21ai 47, a32oi 4, nand2b 7
o21a 11, buf 21, clkinv 4, inv 161
==> metal layers <==
metal  vias up  wire length [um]
li1       2988                 -
met1      2913              9600
met2       192              9940
met3        23              1670
met4         0               477
met5         -                 0
==> sequential cells by signal (all words and copies together) (netlist names) <==
register                   cells
operative_block.reg_h.out     16
operative_block.reg_s.out     16
operative_block.reg_x.out      8
control_block.state            4
control_block.M0               3
control_block.M1               2
control_block.M2               2
control_block.LH               1
control_block.LS               1
control_block.LX               1
control_block.OP               1
control_block.completed        1
==> worst max-delay path: stages <==
cell,delay (ps)
clkdlybuf4s50_1,390
mux2i_1,120
o21ai_0,110
a31o_2,310
inv_1,110
nor3_1,80
fa_1,540
inv_1,60
fa_1,530
inv_1,50
fa_1,490
inv_1,50
fa_1,550
fa_1,420
fa_1,390
xnor2_1,180
xnor2_1,150
xnor2_1,160
xnor2_1,140
xnor3_1,410
xnor3_1,220
xnor3_1,220
xnor2_1,140
a22oi_1,240
clkdlybuf4s50_1,500
==> metrics by stage <==
step	hold WS, ps	util, %	std cells
CTS	441	47.2	1224
detailed placement	432	46.5	1216
global route	485	47.6	1228
finish	437	47.6	1228
global placement	427	46.5	1216
floorplan	426	-	886
==> worst paths after layout <==
kind                            slack (ps)                            end  cells after the start
worst max register to register        4370  operative_block.reg_s.out[15]                     22
worst max-delay path                   320                       overflow                     25
min in group asynchronous             2250         control_block.state[1]                      2
worst min register to register         440            control_block.M0[1]                      2
worst min-delay path                   440            control_block.M0[1]                      2
max in group asynchronous             9040         control_block.state[2]                      2
